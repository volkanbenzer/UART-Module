$ cat design.v
`timescale 1ns / 1ps
module Uart_Rx_Module(clk_input, rx_pin, data_output, rx_complete, baudRate);
	input clk_input;		
	input rx_pin;
	input[31:0] baudRate;
	output reg[7:0] data_output;
	output reg rx_complete = 1;
	reg[1:0] rxCaseIndex = 2'h0;
	reg[9:0] rxData = 10'h0;
	reg[3:0] recvCnt = 0;	
	reg[31:0] rxBaudTimer = 0;
	always@(negedge clk_input) begin
		case(rxCaseIndex)
			0: begin
				recvCnt = 0;
				rxData <= 9'h0;
				rxBaudTimer = (baudRate / 2); 		 
				rx_complete <= 1;
				if(!rx_pin) begin
					rxCaseIndex = 1;
				end
			end
			1: begin				
				if(rxBaudTimer > baudRate) begin
					rxBaudTimer = 31'h0;
					rxData[recvCnt] <= rx_pin;
					rxCaseIndex = 2;
					recvCnt = recvCnt + 1;
				end
			end
			2:	begin
				if(recvCnt == 10) begin
					rxCaseIndex = 0;
					data_output <= ((rxData >> 1) & 9'h0FF);
					rx_complete <= 0;
				end
				else
					rxCaseIndex = 1;
			end
		endcase	
		rxBaudTimer = rxBaudTimer + 1;
	end
endmodule
`timescale 1ns / 1ps
module Uart_Tx_Module(clk_input, tx_pin, data_input, data_load,
							 tx_complete, baudRate );
	input[7:0] data_input;	
	input data_load;
	input clk_input;	
	output reg tx_pin = 1;
	output reg tx_complete = 1;
	input[31:0] baudRate;
	reg[1:0] caseIndex = 0;
	reg[8:0] txData = 9'h0;
	reg[3:0] sendCnt = 0;
	reg[31:0] baudTimer = 0;
	always@(negedge clk_input) begin
		case (caseIndex)
			0: begin
				tx_pin <= 1;			
				tx_complete <= 1;	
				if(!data_load)
					caseIndex = 1;
			end
			1: begin
				txData <= {data_input, 1'h0};  
				sendCnt <= 0;
				baudTimer = 0;
				caseIndex = 2;
			end
			2: begin
				tx_pin <= txData[sendCnt];
				if(baudTimer > baudRate) begin
					baudTimer = 0;
					sendCnt <= (sendCnt + 1);
					caseIndex = 3;			
				end
			end
			3: begin
				if(sendCnt == 9) begin
					caseIndex = 0;
					tx_complete <= 0;			
				end
				else begin
					caseIndex = 2;
				end
			end
		endcase
	baudTimer = baudTimer + 1;
end
endmodule
`timescale 1ns / 1ps
module uart_main(clkInput, rxInput, recvData, recvCompFlag,  
					  txOutput, sendData, sendStart, sendCompFlag);
	input clkInput;
	input rxInput;	
	output [7:0] recvData;
	output recvCompFlag;
	output txOutput;
	input[7:0] sendData;	
	input sendStart;		
	output sendCompFlag;
	wire ecoWire;
	wire[7:0] dataWire;
	wire txrxwire;
	parameter baudRateWanted = 115200;	 
	parameter xtall_freq = 50*1000000;	 
	parameter baudRateVal = xtall_freq / baudRateWanted;  
	Uart_Rx_Module Uart_Rx(.clk_input(clkInput), .rx_pin(ecoWire), .data_output(recvData), 
								  .rx_complete(recvCompFlag), .baudRate(baudRateVal));
	Uart_Tx_Module Uart_Tx(.clk_input(clkInput), .tx_pin(ecoWire), .data_input(sendData), 
								  .tx_complete(sendCompFlag), .data_load(sendStart) , .baudRate(baudRateVal));
	assign txOutput = ecoWire; 	 
endmodule
$ cat run.sh
#!/bin/bash
# OpenROAD 26Q1-2900-gdf79404cd8, Yosys 0.63+post, stock flow scripts
make -C /OpenROAD-flow-scripts/flow DESIGN_CONFIG=/design/flow/config.mk WORK_HOME=/design/flow/orfs finish
$ cat config.mk
export PLATFORM = sky130hd
export DESIGN_NAME = uart_main
export DESIGN_NICKNAME = uart_main
export VERILOG_FILES = /design/flow/design.v
export SDC_FILE = /design/flow/constraint.sdc
export NUM_CORES = 4
export LEC_CHECK = 1
export CORE_UTILIZATION = 40
$ cat constraint.sdc
current_design uart_main

set clk_period 11.1
set clk_io_pct 0.2

create_clock -name clk0 -period $clk_period [get_ports {clkInput}]

set non_clock_inputs [all_inputs -no_clocks]
set_input_delay [expr $clk_period * $clk_io_pct] -clock clk0 $non_clock_inputs
set_output_delay [expr $clk_period * $clk_io_pct] -clock clk0 [all_outputs]
==> results_slide.txt <==
Physical Implementation Snapshot

Clock tree
  • Clock Tree Root: sky130_fd_sc_hd__clkbuf_16
  • Post-CTS Resized: 0
  • Total clock sinks: 103
  • Cts hold-fix bufs: 0
  • Clock tree from TritonCTS: built
  • H-tree Lvls: 3
  • Insertion delay of the later-clocked pin in the worst-skew pair: between 0.4 and 0.5 ns
  • Post-CTS setup buffers: 0
  • Clock-pin transition on the worst setup and hold timing paths: ~0.030 ns
  • Total clock buffers created by CTS: 9
  • Number of buffers on the longest clock path: 2

Outcome
  • Run status: finished, final reports clean

Timing
  • Final setup vio count: 0
  • Worst rel slew slack: 45.9%
  • Unrepaired setup endpoints after global routing: false
  • Slew Limit Fails: 0
  • Setup Skew: 0.0181 ns
  • Final sum of negative setup slack: 0 ns
  • Number of hold violations in the final report: 0
  • Crit path setup slack, layout: 2.04 ns
  • Transition at the pin with the smallest max-transition slack: 0.809 ns

Route
  • Drt total wl: 10,100 um
  • Routed len/inst: 12.2 um
  • DR DRC count: 0
  • Number of vias in the routed layout: 4,254
  • Drt first-iter violations: ~260
  • Router iterations before antenna repair: 5
  • Number of diodes added for antenna fixing: 0
  • Remaining antenna violation count after routing: 0
  • Via count normalized by instance count: 5.14

Die
  • Height of the die: 115 um
  • DIE WIDTH: 115 um
  • Floorplan die area: about 0.013 mm^2
  • Core utilization at floorplan: 41.6%
  • Area of the placeable core: 0.0122 mm^2
  • I/O pin total: 22
  • Total number of placement rows: ~40

Global routing
  • Number of antenna violations at the first check in global routing: 0
  • Via count of the first global-routing pass: 4,192
  • Overflow after GRT: 0
  • Total Routing Usage GR: 17.1%
  • Largest net degree at the start of global routing: 35
  • Wire length of the first global-routing pass: 17,800 um

Critical path
  • Kind of start point of the critical path: flip-flop
  • Critical Path Max Stage Delay: 0.49 ns
  • Data arrival time at the worst-slack endpoint: 6.84 ns
  • Type of the worst setup path: reg2out
  • Dominant delay contributor by cell family on the critical path: buffers and inverters
  • Ordered cell list for the critical path: clkdlybuf4s50_1
  • Buf/Inv on CP: 1
  • Top fanout value on the critical path: 4
  • Highest-delay cell along the critical path: sky130_fd_sc_hd__clkdlybuf4s50_1
  • Endpoint kind of the worst setup timing path: output pin
  • Worst endpoint required time: 8.88 ns

Logic synthesis
  • Cell total in the yosys stat output: approximately 530
  • Ys Warns: 2
  • Number of enable flip-flop cells: 39
  • Avg Cell Area, Syn: around 9.6 um^2
  • Ys flops: 103
  • Cell area after synthesis: approximately 0.0051 mm^2
  • Register share after synthesis: 48.2%
  • Flip-flop cell with the highest count after synthesis: sky130_fd_sc_hd__dfxtp_1
  • Distinct lib cells: 57
  • FFs w/ async S/R, synth: 0%
  • Post-synth area from yosys stat: 0.00508 mm^2
  • Synthesized netlist cell count: 530

Placement
  • Detail Placement HPWL: 6540 um
  • RePlAce Congestion: 0.836
  • Post-Place Worst Slack: 2.33 ns
  • Count of input and output buffers: 20

Min path
  • Type of the most critical hold path: reg2reg

Power
  • Static leakage: approximately 2.5 nW
  • Peak VDD IR: between 0.09 and 0.1 mV
  • Power share of the sequential group: 40.7%
  • Comb power frac: 27.8%
  • NetSw: about 550 uW
  • Clock share of power: 31.5%
  • Switching part of the total: 38.7%
  • Ratio of total power to cell area: 234 mW/mm^2
  • Internal power contribution: 878 uW

Run
  • OpenROAD warning count: 138
  • Count of max-cap constraint violations: 0

Cells and area
  • Layout cell share with drive strength beyond 1: roughly 5.3%
  • Storage cell area: 0.00245 mm^2
  • Filler cells: 1,143
  • Top cells excl fill/tap: sky130_fd_sc_hd__inv_1 (133), sky130_fd_sc_hd__dfxtp_1 (64), sky130_fd_sc_hd__nor2_1 (50)
  • Most common logic cell in the routed design: sky130_fd_sc_hd__inv_1
  • Gate Area: 0.00245 mm^2
  • Signed area change from the synthesized netlist to the final layout: 20.6%
-- final timing paths --
path	startpoint	to	slack [ns]	cells past startpoint
max	Uart_Tx.tx_pin$_SDFFCE_NN1P_	txOutput	2.04	1
min	Uart_Rx.rxData[8]$_SDFFCE_NN0P_	Uart_Rx.data_output[7]$_DFFE_NP_	0.43	0
max reg2reg	Uart_Rx.rxBaudTimer[19]$_DFF_N_	Uart_Rx.rxBaudTimer[30]$_DFF_N_	6.93	9
min reg2reg	Uart_Rx.rxData[8]$_SDFFCE_NN0P_	Uart_Rx.data_output[7]$_DFFE_NP_	0.43	0
-- synth_stat cells (all sizes together), types with 6 or more instances --
library cell	count	share of area (%)
dfxtp	64	25
inv	29	2.1
edfxtp	39	23
nand4	19	2.3
or2	6	0.74
o31ai	13	1.9
buf	6	0.81
nand2	43	3.2
xnor2	30	5.2
and3	7	0.86
nor2	51	3.8
nor3	19	1.9
clkbuf	9	0.66
a21oi	26	2.6
nand3	25	2.5
nor4	16	2.0
xor2	16	2.8
or4	20	3.0
ha	14	3.4
nor2b	6	0.74
-- power groups by stage --
stage	Clock (mW)	Sequential, mW	Combinational, mW
after CTS	0.475	0.582	0.401
after global routing	0.517	0.594	0.451
final	0.452	0.583	0.398
-- flip-flops by register name, indices dropped and copies added (netlist names), 2 cells and up --
signal,count
Uart_Rx.data_output,8
Uart_Rx.recvCnt,4
Uart_Rx.rxBaudTimer,32
Uart_Rx.rxCaseIndex,2
Uart_Rx.rxData,8
Uart_Tx.baudTimer,32
Uart_Tx.caseIndex,2
Uart_Tx.sendCnt,4
Uart_Tx.txData,8
-- metal layers --
layer,vias to the layer above,routed length (um),track usage [%]
li1,2201,-,-
met1,1937,5000,24.2
met2,103,4500,24.4
met3,13,488,6.06
met4,0,136,7.45
met5,-,0,0
-- final cells by class --
class | count | area share, %
Sequential cell | 103 | 40.0
Timing Repair Buffer | 26 | 4.00
Clock buffer | 9 | 3.67
Inverter | 28 | 1.71
Clock inverter | 110 | 7.28
Multi-Input combinational cell | 383 | 39.9
Tap cell | 168 | 3.43
-- logic make-up after synthesis --
| family | after synthesis | share of synthesized area [%] |
|---|---|---|
| simple gates | 239 | 25.0 |
| flops | 103 | 48.2 |
| compound gates | 81 | 10.9 |
| xor+xnor | 46 | 7.93 |
| buf+inv | 44 | 3.62 |
| fa+ha+maj | 14 | 3.45 |
| mux | 3 | 0.837 |
-- stage by stage --
| step | power [mW] | cells | instance area, um^2 | util (%) | hold slack, ns |
|---|---|---|---|---|---|
| global placement | 1.03 | 709 | 5460 | 44.7 | 0.435 |
| global route | 1.56 | 827 | 6130 | 50.2 | 0.445 |
| floorplan | 0.923 | 530 | 5080 | - | 0.426 |
| finish | 1.43 | 827 | 6130 | 50.2 | 0.429 |
| detailed placement | 1.04 | 709 | 5460 | 44.7 | 0.432 |
| CTS | 1.46 | 827 | 6130 | 50.2 | 0.429 |
Power is estimated from default activity; no workload was simulated.
